$ cat /design/flow/config.mk
export PLATFORM = sky130hd
export DESIGN_NAME = top_module
export DESIGN_NICKNAME = top_module
export VERILOG_FILES = /design/flow/design.v
export SDC_FILE = /design/flow/constraint.sdc
export NUM_CORES = 4
export LEC_CHECK = 1
export CORE_UTILIZATION = 50
$ cat /design/flow/constraint.sdc
current_design top_module

set clk_period 1.7
set clk_io_pct 0.2

create_clock -name clk0 -period $clk_period [get_ports {clk}]

set non_clock_inputs [all_inputs -no_clocks]
set_input_delay [expr $clk_period * $clk_io_pct] -clock clk0 $non_clock_inputs
set_output_delay [expr $clk_period * $clk_io_pct] -clock clk0 [all_outputs]
$ cat /design/flow/design.v
`timescale 1ns / 1ps
module Bin2BCD(
    input clk,
    input en,
    input [11:0] bin_d_in,
    output [15:0] bcd_d_out,
    output rdy
    );
    parameter IDLE = 3'b000;
    parameter SETUP = 3'b001;
    parameter ADD = 3'b010;
    parameter SHIFT = 3'b011;
    parameter DONE = 3'b100;
    reg [11:0] bin_data = 0;
    reg [27:0] bcd_data = 0;
    reg [2:0] state = 0;
    reg busy = 0;
    reg [3:0] sh_counter = 0;
    reg [1:0] add_counter = 0;
    reg result_rdy = 0;
    always @(posedge clk)
        begin
            if(en)
                begin
                    if(~busy)
                        begin
                        bcd_data <= {16'b0, bin_d_in};
                        state <= SETUP;
                        end
                end
            case(state)
                IDLE:
                    begin
                        result_rdy <=0;
                        busy <= 0;
                    end
                SETUP:
                    begin
                        busy <= 1;
                        state <= ADD;
                    end
                ADD:
                    begin
                    case(add_counter)
                        0:
                            begin
                                if(bcd_data[15:12] > 4)
                                begin
                                    bcd_data[27:12] <= bcd_data[27:12] + 3;
                                end
                                add_counter <= add_counter + 1;
                            end
                        1:
                            begin
                                if(bcd_data[19:16] > 4)
                                begin
                                    bcd_data[27:16] <= bcd_data[27:16] + 3;
                                end
                                add_counter <= add_counter + 1;
                            end
                        2:
                            begin
                                if((add_counter == 2) && (bcd_data[23:20] > 4))
                                begin
                                    bcd_data[27:20] <= bcd_data[27:20] + 3;
                                end
                                add_counter <= add_counter + 1;
                            end
                        3:
                            begin
                                if((add_counter == 3) && (bcd_data[27:24] > 4))
                                begin
                                    bcd_data[27:24] <= bcd_data[27:24] + 3;
                                end
                                add_counter <= 0;
                                state   <= SHIFT;
                            end
                    endcase
                    end
                SHIFT:
                    begin
                    sh_counter <= sh_counter + 1;
                    bcd_data <= bcd_data <<1;
                    if (sh_counter == 11)
                        begin
                            sh_counter <= 0;
                            state <= DONE;
                        end
                    else
                        begin
                            state <= ADD;
                        end
                    end
                DONE:
                    begin
                        result_rdy <= 1;
                        state <= IDLE;
                    end
                    default:
                        begin
                            state <= IDLE;
                        end
             endcase
        end
        assign bcd_d_out = bcd_data[27:12];
        assign rdy = result_rdy;
endmodule
`timescale 1ns / 1ps
module clk_divider(clock_in,clock_out
    );
input clock_in;  
output reg clock_out;  
reg[27:0] counter=28'd4;
parameter DIVISOR = 28'd2;
always @(posedge clock_in)
begin
 counter <= counter + 28'd1;
 if(counter>=(DIVISOR-1))
  counter <= 28'd0;
 clock_out <= (counter<DIVISOR/2)?1'b1:1'b0;
end
endmodule
`timescale 1ns / 1ps
module Counter(clk, bin_cnt, done);
input clk;
output done;
output [11:0] bin_cnt;
parameter c_reg_size = 34;
reg [c_reg_size -1:0] count = 0;
reg fin = 0;
reg old_b = 0;
 always @(posedge clk)
    begin
    count <= count+1;
        if((old_b && !count[c_reg_size-12]) || (!old_b && count[c_reg_size-12]))
            begin
            fin <=1;
            end
        else
            begin
            fin <=0;
            end
         old_b <=count[c_reg_size-12];
         end
assign bin_cnt =  count[c_reg_size-1: c_reg_size-12];
assign done = fin;   
endmodule
`timescale 1ns / 1ps
module top_module(
input clk,
output [3:0] sseg_a_o,
output [6:0] sseg_c_o);
 wire clock_out;
 wire [11:0] count;
 wire en;
 wire [15:0] bcd_out;
 wire rdy;
 reg [15:0] bcd_i;
 clk_divider uut(clk, clock_out);
 Counter uut1(clock_out, count, en);
 Bin2BCD uut2(clock_out, en, count, bcd_out, rdy);
 multi_seg_drive uut3(clock_out, bcd_out, sseg_a_o, sseg_c_o);
endmodule
module multi_seg_drive(
input clk,
 input [15:0] bcd_in,
 output [3:0] sseg_a_o,
 output [6:0] sseg_c_o);
parameter g_s = 5;
parameter gt = 4;
wire [6:0] sseg_o;
reg [3:0] anode =4'b0001;
reg [3:0] bcd_seg =4'b0000;
reg [g_s-1:0] g_count =0;
    always @(posedge clk)
    begin
    g_count =g_count+1;
        if(g_count == 0)
            begin
            if(anode == 4'b0001)
                begin
                anode = 4'b1000;
                end   
            else 
                begin
                anode = anode >>1;
                end
             end
         if(&g_count[g_s-1:gt])  
            begin
            case (anode)  
            4'b1000 : bcd_seg = bcd_in[15:12];
            4'b0100 : bcd_seg = bcd_in[11:8];
            4'b0010 : bcd_seg = bcd_in[7:4];
            4'b0001 : bcd_seg = bcd_in[3:0];
          default : bcd_seg = 4'b1111; 
            endcase
         end 
         else 
            begin
            bcd_seg = 4'b1111; 
            end 
          end
Seven_seg_decoder uut2(clk, bcd_seg, sseg_o);
assign  sseg_a_o =~anode;
assign  sseg_c_o =sseg_o; 
endmodule
module Seven_seg_decoder(clk, bcd,seg); 
    input clk; 
    input [3:0] bcd; 
    output reg[6:0] seg; 
    always @(posedge clk)    
    begin        
    case (bcd)  
        0 : seg = 7'b1000000;
        1 : seg = 7'b1111001;
        2 : seg = 7'b0100100;
        3 : seg = 7'b0110000;
        4 : seg = 7'b0011001;
        5 : seg = 7'b0010010;
        6 : seg = 7'b0000010;
        7 : seg = 7'b1111000;
        8 : seg = 7'b0000000;
        9 : seg = 7'b0010000;
        default : seg = 7'b1111111;                     
    endcase               
    end                
endmodule
$ cat /design/flow/run.sh
#!/bin/bash
# OpenROAD 26Q1-2900-gdf79404cd8, Yosys 0.63+post, stock flow scripts
make -C /OpenROAD-flow-scripts/flow DESIGN_CONFIG=/design/flow/config.mk WORK_HOME=/design/flow/orfs finish
==> ci_impl_report.md <==
### Metrics collected by this job

| Metric | Value |
|---|---|
| Status | completed |
| NetSw | 0.000269 W |
| DRC viols | 0 |
| Endpoints failing hold | 0 |
| Top routing layer used | met4 |
| CP cell instances | inv_1 > ha_1 > nor4b_1 > nand3_1 > a211oi_2 > and2_1 |
| Distinct lib cells | 70 |
| Die Size | 12,400 sq um |
| Met3 WL | about 470 um |
| Die width | 111 um |
| Clock buffer depth | 2 |
| MUX area fraction | 0.0169 |
| Clk latency of the worst-skew pair | 0.26 ns |
| Most instantiated logic cells after routing | 104 x dfxtp_1, 87 x nand2_1, 48 x nand3_1, 39 x o21ai_0 |
| Post-synth EDFFs | 18 |
| Ao+oa area frac | 0.168 |
| Total inserted antenna cells | 0 |
| Hold Path Class | flip-flop to flip-flop |
| WL/cell | 14.2 um |
| Fillers | 1,033 |
| Slew margin rel. | 0.490 |
| Post-Syn Instances | 673 |
| P_int | about 0.0013 W |
| Clock network fraction of design power | 0.542 |
| Total gr overflow | 0 |
| Ys Warns | 5 |
| First-pass iteration count of the detailed router | 20 |
| Post-CTS Setup Inserts | 0 |
| Dominant logic cell type in the layout | dfxtp_1 |
| Root buffer selected by CTS | clkbuf_16 |
| Clock transition at path regs | 0.04 ns |
| Core Box Area | between 10,000 and 15,000 sq um |
| Seq/Total Area, Yosys | 0.442 |
| Post-synth regs | ~120 |
| Critical Path Max Stage Delay | roughly 0.33 ns |
| XOR/XNOR Area Share | 0.0732 |
| Peak Freq | slightly above 0.7 GHz |
| Register pins left without a clock | approximately 94 |
| Setup-failing EPs final | 0 |
| Utilization after layout | 0.555 |
| PwrDens | 251 nW/um^2 |
| Asr flop ratio synth | 0 |
| Switching Fraction | 0.168 |
| Hold Slack | 0.540 ns |
| Comb area leader | simple AND/OR/NAND/NOR gates |
| Adders+Majority by Area | 0.0502 |
| Element type at the critical path end | flip-flop |
| Critical-path top delay cell | dfxtp_1 |
| Drt total wl | between 10,000 and 15,000 um |
| Crit start category | flip-flop |
| Yosys synthesis chip area | 5980 sq um |
| Routed wl met2 | 5490 um |
| DP HPWL | 8320 um |
| First-pass GRT wire length | 20,700 um |
| Crit-path max FO | 3 |
| Unrepaired setup endpoints after global routing | no |
| Area Overhead vs Synth | 6.75% |
| Hold Buf Count CTS | 0 |
| Endpoints left unconstrained | 123 |
| Most used flip-flop cell | dfxtp_1 |
| Simple-Gate Area Share | 0.201 |
| Peak supply drop | 988 uV |
| Avg Inst Size Synth | 8.89 sq um |
| Die height | 111 um |
| CTS tree | done |
| Post-route minimum period | approximately 1.4 ns |
| Initial DRC count | approximately 340 |
| Largest net degree at the start of global routing | 81 |
| Worst setup margin | between 0.2 and 0.3 ns |
| TritonCTS Buffers | 5 |
| Setup TNS | 0 ns |
| Routability Congestion | around 0.88 |
| Kind of critical path | flip-flop to flip-flop |
| Post-route clock period utilization | 0.826 |
| Vias/cell | 5.62 |
| Pins Over Slew Limit | 0 |
| Maxcap violations | 0 |
| Critical Path AT | 1.61 ns |
| Seq pwr share | 0.451 |
| Post-Synthesis Cell Area | ~6000 sq um |
| Post-CTS Resized | 0 |
| Standard-cell rows | 39 |
| I/O pins | 12 |
| Gate power share | 0.007 |
| Initial Util | 0.520 |
| # port buffers | 11 |
| GRT Total Usage | 0.207 |
| Final antenna-violating net count | 0 |
| Layout cells sized above 1 | 0.0453 |
| Vias in the first global route | 4,393 |
| Actual slew at the worst max-slew pin | around 0.76 ns |
| Initial antenna violation count | 0 |
| Post-Route M1 WL | 5700 um |
| Skew final | 0.00306 ns |
| CP Data Required Time | 1.91 ns |
| Log Warnings | 39 |
| DR vias | 4,654 |
| Ys cells | 673 |
| Htree depth | 2 |
| Place WS | about 0.26 ns |
| Leakage | 2.38 nW |
==> layout make-up <==
cell class | instances | area (sq um) | area share
clock inverters | 1 | 5.00 | 0.000784
well taps | 143 | 179 | 0.0280
repair buffers | 15 | 140 | 0.0219
multi-input cells | 507 | 3150 | 0.493
flip-flops and latches | 123 | 2640 | 0.414
inverters | 32 | 120 | 0.0188
clock buffers | 7 | 153 | 0.0239
==> worst max-delay path, delay by kind of cell (launching register included) <==
| family | cells | cell delay (ns) |
|---|---|---|
| fa+ha+maj | 1 | 0.14 |
| flops | 1 | 0.33 |
| simple gates | 3 | 0.58 |
| buf+inv | 1 | 0.07 |
| compound gates | 1 | 0.22 |
==> through the flow <==
step           power [W]  area (sq um)  std cells
2_1_floorplan   0.000741          6070        697
3_3_place_gp    0.000743          6220        820
3_5_place_dp    0.000745          6220        820
4_1_cts          0.00162          6380        828
5_1_grt          0.00166          6390        828
6_report         0.00160          6390        828
==> state kept, by name (all words and copies together), names as in the netlist, 3 cells and up <==
name             count
uut3.g_count         5
uut1.count          34
uut.counter         28
uut3.anode           4
uut2.state           3
uut3.bcd_seg         4
uut3.uut2.seg        7
uut2.sh_counter      4
uut2.bcd_data       28
==> power groups by stage <==
| stage | Clock (W) | Sequential [W] | Combinational (W) |
|---|---|---|---|
| after CTS | 0.000883 | 0.000723 | 0.0000107 |
| final | 0.000868 | 0.000722 | 0.0000105 |
| after global routing | 0.000924 | 0.000724 | 0.0000137 |
==> synthesized netlist by cell type, drive strengths merged (14+ instances only) <==
| cell type | count | area (sq um) |
|---|---|---|
| ha | 24 | 300 |
| buf | 18 | 105 |
| inv | 30 | 113 |
| nor2 | 41 | 161 |
| edfxtp | 18 | 541 |
| xnor2 | 38 | 333 |
| clkbuf | 17 | 63.8 |
| a21oi | 31 | 163 |
| a31oi | 14 | 87.6 |
| nand3 | 49 | 250 |
| o21ai | 42 | 214 |
| nand2 | 87 | 327 |
| dfxtp | 105 | 2100 |
==> routing by layer <==
metal  global-route usage  vias to the layer above
met5                    0                        -
met1                0.327                     2161
met4               0.0261                        0
li1                     -                     2378
met2                0.341                      107
met3              0.00997                        8
==> final timing paths <==
path / startpoint / to / slack [ns] / cells past startpoint
setup reg to reg: uut.counter[0] / uut.counter[2] / 0.30 / 6
setup / recovery: uut.counter[0] / uut.counter[2] / 0.30 / 6
hold / removal: uut.counter[0] / uut.counter[0] / 0.54 / 2
hold reg to reg: uut.counter[0] / uut.counter[0] / 0.54 / 2
==> cell families after synthesis <==
| kind of cell | count (synthesis) |
|---|---|
| other | 1 |
| adder cells (fa/ha/maj) | 24 |
| buffers and inverters | 67 |
| multiplexers | 10 |
| flip-flops | 123 |
| AND/OR/NAND/NOR | 247 |
| XOR/XNOR | 50 |
| AND-OR/OR-AND | 151 |
No activity file was given, so power comes from the tool's default toggle rates.
